==> design/flow/design.v <==
module ALU (
input [31:0] Src1,
input [31:0] Src2,
input [4:0] Shamt,
input [5:0] Funct,
output [31:0] Result,
output Zero,
output Carry
);
  reg[31:0] result_reg;
  reg carry_reg = 0;
  assign Carry = carry_reg;
  assign Result = result_reg;
  assign Zero = !(result_reg);
  always@(Funct, Src1, Src2, Shamt) begin
    carry_reg = 0;
    case(Funct)
      6'b001001 : {carry_reg, result_reg} = Src1 + Src2;
      6'b001010 : {carry_reg, result_reg} = Src1 - Src2;
      6'b010001 : result_reg = Src1 & Src2;
      6'b100001 : {carry_reg, result_reg} = Src1 << Shamt;
      default : result_reg = 0;
    endcase  
  end
endmodule
module ALU_Control(
		input[5:0] funct,
		input[1:0] ALUOp,
		output reg[5:0] Funct
	);
	always@(funct, ALUOp)begin
		if(ALUOp == 2'b10)begin
			case(funct)
			6'b001011: Funct = 6'b001001;
			6'b001101: Funct = 6'b001010;
			6'b010010: Funct = 6'b010001;
			6'b100110: Funct = 6'b100001;
			default: Funct = 6'bx;
			endcase
		end
		else if (ALUOp == 2'b01) Funct = 6'b001001;
		else if (ALUOp == 2'b00) Funct = 6'b001010;	
	end	
endmodule
module Adder(
	input[31:0] Src1,
	input[31:0] Src2,
	output[31:0] Result
	);
	assign Result = Src1 + Src2;
endmodule
module Control(
	input[5:0] OpCode,
	output[1:0] ALUOp,
	output RegWrite, MemWrite, MemRead
	);
	assign ALUOp = (OpCode==6'b000100)? 2'b10: 
					(OpCode==6'b001100)||(OpCode==6'b010000)||(OpCode==6'b010001)? 2'b01:
					(OpCode==6'b001101)||(OpCode==6'b010011)||(OpCode==6'b011100)? 2'b00: 2'bx;
	assign RegWrite = (OpCode==6'b000100)||(OpCode==6'b001100)||(OpCode==6'b001101)||(OpCode==6'b010001);
	assign MemWrite = (OpCode==6'b010000);
	assign MemRead = (OpCode==6'b010001);
endmodule
module EXMEM(clk, WB, M, ALU_Result, RdAddr, WB_out, M_out, ALU_ResultOut, RdAddr_out);
	input clk;
	input WB;
	input[1:0] M;
	input[31:0] ALU_Result;
	input[4:0] RdAddr;
	output reg WB_out;
	output reg[1:0] M_out;
	output reg[31:0] ALU_ResultOut;
	output reg[4:0] RdAddr_out;
	always@(posedge clk)begin
		WB_out = WB;
		M_out = M;
		ALU_ResultOut = ALU_Result;
		RdAddr_out = RdAddr;
	end
endmodule
module IDEX(clk, RsData, RtData, ALUOp, RdAddr, Shamt, funct, RegWrite, MemWrite, MemRead,
	Data_out, RdAddr_out, WB, M, EX);
	input clk;
	input [31:0] RsData, RtData;
	input [1:0] ALUOp;
	input [5:0] funct;
	input [4:0] RdAddr, Shamt;
	input RegWrite, MemWrite, MemRead;
	output reg [63:0] Data_out;
	output reg [4:0] RdAddr_out;
	output reg WB;
	output reg [1:0] M;
	output reg [12:0] EX;
	always@(posedge clk) begin
		Data_out = {RsData, RtData};
		RdAddr_out = RdAddr;
		WB = RegWrite;
		M = {MemWrite, MemRead};
		EX = {ALUOp, Shamt, funct};
	end
endmodule
module IFID(clk, Instr, Instr_out);
	input clk;
	input [31:0] Instr;
	output reg [31:0] Instr_out;
	always @(posedge clk) begin
		Instr_out = Instr;
	end
endmodule
module IM(
	Instr,
	InstrAddr
);
	input[6:0] InstrAddr;
	output[31:0] Instr;
	reg [7:0]InstrMem[0:128 - 1];
	assign Instr = {InstrMem[InstrAddr], InstrMem[InstrAddr+1], InstrMem[InstrAddr+2], InstrMem[InstrAddr+3]};
endmodule
module MEMWB(clk, WB, ALU_Result, RdAddr, WB_out, ALU_ResultOut, RdAddr_out);
	input clk;
	input WB;
	input[31:0] ALU_Result;
	input[4:0] RdAddr;
	output reg WB_out;
	output reg[31:0] ALU_ResultOut;
	output reg[4:0] RdAddr_out;
	always@(posedge clk)begin
		WB_out = WB;
		ALU_ResultOut = ALU_Result;
		RdAddr_out = RdAddr;
	end
endmodule
module RF(
		input clk, RegWrite,
		input [4:0] RsAddr,
        input [4:0] RtAddr,
        input [4:0] RdAddr,
        input [31:0] RdData,
        output [31:0] RsData,
        output [31:0] RtData
);
	reg [31:0]R[0:32 - 1];
	assign RsData = R[RsAddr];
	assign RtData = R[RtAddr];
	always@(posedge clk)begin
		if(RegWrite) R[RdAddr]=RdData;
	end
endmodule
module R_PipelineCPU(
	output	wire	[31:0]	AddrOut,
	input	wire	[31:0]	AddrIn,
	input	wire			clk
);
	wire[31:0] Instr, Instr_out, RsData, RtData;
	wire[1:0] ALUOp;
	wire RegWrite, MemWrite, MemRead;
	wire[63:0] Data_out;
	wire[4:0] RdAddr_out_EX, RdAddr_out_MEM, RdAddr_out_WB;
	wire WB_EX, WB_MEM, WB_WB;
	wire[1:0] M_EX, M_MEM;
	wire[12:0] EX;
	wire[31:0] ALU_Result;
	wire[5:0] Funct;
	wire[31:0] ALU_ResultOut_MEM, ALU_ResultOut_WB;
	Adder Add1(4, AddrIn, AddrOut);
	IM Instr_Memory(
		Instr,
		AddrIn
	);
	IFID Register(clk, Instr, Instr_out);
	RF Register_File(clk, WB_WB, Instr_out[25:21], Instr_out[20:16], RdAddr_out_WB, ALU_ResultOut_WB, RsData, RtData);
	Control C1(Instr_out[31:26], ALUOp, RegWrite, MemWrite, MemRead);
	IDEX Register2(clk, RsData, RtData, ALUOp, Instr_out[15:11], Instr_out[10:6], Instr_out[5:0], RegWrite, MemWrite, MemRead,
		Data_out, RdAddr_out_EX, WB_EX, M_EX, EX);
	ALU_Control C2(EX[5:0], EX[12:11], Funct);
	ALU A1(Data_out[63:32], Data_out[31:0], EX[10:6], Funct, ALU_Result);
	EXMEM Register3(clk, WB_EX, M_EX, ALU_Result, RdAddr_out_EX, WB_MEM, M_MEM, ALU_ResultOut_MEM, RdAddr_out_MEM);
	MEMWB Register4(clk, WB_MEM, ALU_ResultOut_MEM, RdAddr_out_MEM, WB_WB, ALU_ResultOut_WB, RdAddr_out_WB);
endmodule
==> design/flow/run.sh <==
#!/bin/bash
# OpenROAD 26Q1-2900-gdf79404cd8, Yosys 0.63+post, stock flow scripts
make -C /OpenROAD-flow-scripts/flow DESIGN_CONFIG=/design/flow/config.mk WORK_HOME=/design/flow/orfs finish
==> design/flow/config.mk <==
export PLATFORM = sky130hd
export DESIGN_NAME = R_PipelineCPU
export DESIGN_NICKNAME = R_PipelineCPU
export VERILOG_FILES = /design/flow/design.v
export SDC_FILE = /design/flow/constraint.sdc
export NUM_CORES = 4
export LEC_CHECK = 1
export CORE_AREA = 10 10 75 75
export DIE_AREA = 0 0 85 85
==> design/flow/constraint.sdc <==
current_design R_PipelineCPU

set clk_period 5.6
set clk_io_pct 0.2

create_clock -name clk0 -period $clk_period

set non_clock_inputs [all_inputs -no_clocks]
set_input_delay [expr $clk_period * $clk_io_pct] -clock clk0 $non_clock_inputs
set_output_delay [expr $clk_period * $clk_io_pct] -clock clk0 [all_outputs]
==> run summary <==
Implementation run completed; key figures follow.

Place:
- The run gives the estimated wirelength of the detail-placed design as 2121 um.
- The run gives the area of placed instances as 1257 um2.
- The run puts the final weighted congestion in routability-driven placement at 0.7531.
- The run gives the count of buffers from port buffering as 60.
- The run gives the placed instance count as 190.

Drt:
- The run gives the number of diodes added for antenna fixing as 0.
- The script logs the mean routed wire length per placed instance as 12.71 um.
- The run gives the via count as 767.
- The run puts the post-route DRC violation count at 0.
- The first detailed-routing pass ran for 3 iterations.
- The run puts the count of routing violations after the opening detailed-route iteration at 9.
- The run puts the final wirelength at 2415 um.
- Nets still carrying antenna violations after routing amount to 0.
- The run gives the via count normalized by instance count as 4.037.

Die:
- The run gives the standard cell core area as 4058 um2.
- The run puts the y dimension of the die at 85 um.
- The floorplan step set the die width to 85 um.
- The run gives the number of ports placed on the die boundary as 65.
- The run puts the number of placement rows at 23.
- The run gives the effective utilization at floorplan as 0.1502.
- The run puts the area enclosed by the die boundary at 7225 um2.

Worst setup path:
- In the setup report, the worst path falls into the class input port to output pin.
- STA classifies the critical path startpoint as an input port.
- The run puts the worst endpoint data arrival time at 3.44 ns.
- In this run the worst setup path terminates at AddrOut[30].
- The run puts the data required time of the worst path at 4.48 ns.
- The run gives the critical path launch point as AddrIn[2].
- The run gives the worst-path maximum fanout as 8.
- The run gives the kind of end point of the critical path as an output pin.

Finish:
- In this run the layout overhead on the synthesized area is reported as 106.4%.
- The run gives the sequential cell area as 0 um2.
- The layout summary lists the proportion of cells stronger than drive strength 1 as 0.05000.
- The run gives the tally of non-filler cells in the final layout as 190.
- The run puts the total of clock buffers placed in the layout at 0.
- The run gives the final design area excluding fillers as 1257 um2.
- There are 0 flip-flops and latches.

Pwr:
- The run gives the sequential fraction of design power as 0.
- The run gives the power density normalized to cell area as 55.73 nW/um2.
- The run gives the net switching fraction of the power as 0.3219.
- The run gives the worst IR drop on VDD as 23.39 uV.
- The run puts the total design power at 0.07007 mW.
- The run puts the proportion of power drawn by the clock network at 0.
- The run gives the leakage dissipation as 0.4463 nW.
- The run puts the portion of total power attributed to combinational logic at 1.000.
- The run puts the cell-internal power at 0.04752 mW.
- The run puts the switching power total at 0.02256 mW.

Synthesis:
- The run gives the cell count after synthesis as 82.
- Sorting the synthesis cell report by count puts at the top sky130_fd_sc_hd__xnor2_1.
- The run gives the cell taking the most area after synthesis as sky130_fd_sc_hd__xnor2_1.
- After synthesis, the cell types taking the most area are sky130_fd_sc_hd__xnor2_1 (27%), sky130_fd_sc_hd__xor2_1 (13%), sky130_fd_sc_hd__nor4_4 (10%).
- The run gives the synthesized area as 609.3 um2.
- The run gives the post-synthesis chip area from yosys as 609.3 um2.
- The run puts the number of library cell types mapped by synthesis at 18.
- The run gives the cell count listed in synth_stat.txt as 82.
- The run puts the mean instance size in the synthesized netlist at 7.431 um2.
- The run puts the fraction of the yosys area taken by sequential cells at 0.
- Of the post-synthesis cell area, the dominant cell type holds 0.2731.
- Sorting the synthesized cells by how often they occur yields sky130_fd_sc_hd__xnor2_1 (19), sky130_fd_sc_hd__nand2_1 (10), sky130_fd_sc_hd__nand3_1 (10).
- Counting the warning lines in the Yosys log gives 8.

Timing:
- The run gives the number of endpoints failing setup at the final stage as 0.
- The run gives the actual transition at the worst max-transition pin as 0.5573 ns.
- Hold timing on the final database bottoms out at a slack of 2.240 ns.
- The run gives the normalized max-slew margin as 0.6256.
- The run puts the final critical delay including setup and external delays at 4.564 ns.
- The run puts the sum of negative setup slack at 0 ns.
- The run puts the final count of hold timing violations at 0.
- Setup repair after global routing left no endpoint under its margin.
- Per the timing report, the achievable frequency comes out to 0.2191 GHz.
- The run puts the final count of pins violating max slew at 0.
- Of the available clock period, the critical path in the final layout requires 0.8150.

GRT:
- The run puts the total global routing overflow at 0.
- The run puts the number of antenna violations at the first check in global routing at 0.
- The run gives the global router's overall resource usage as 0.06239.
- The run gives the maximum number of pins on one net before global-route repair as 9.
- The first global-routing pass estimated 3898 um of wire.
- The via count of the first global-routing pass came to 814.

Run:
- The run gives the total of max-cap violations as 0.
- The run puts the tool warning count at 33.

Hold path:
- The run gives the path category of the worst min-delay check as input port to output pin.

Clocking:
- The run puts the number of buffers inserted by post-CTS setup repair at 0.
- The run gives the post-CTS resize count as 0.
- Hold repair after CTS inserted 0 buffers.

Status:
- The flow ran to the end, and the final reports show no timing, DRC or antenna violations.
-- metrics by stage --
| step | utilization | setup slack [ns] |
|---|---|---|
| CTS | 0.3099 | 0.9840 |
| finish | 0.3099 | 1.036 |
| global route | 0.3099 | 0.8079 |
| floorplan | - | 2.394 |
| global placement | 0.3099 | 0.9907 |
| detailed placement | 0.3099 | 0.9804 |
-- power groups by stage --
| stage | registers [mW] | clock network, mW | logic [mW] |
|---|---|---|---|
| final | 0 | 0 | 0.0701 |
| after global routing | 0 | 0 | 0.0769 |
| after CTS | 0 | 0 | 0.0717 |
-- worst min-delay path by stage --
stage	from	slack, ns	depth (start not counted)	endpoint
final	AddrIn[0]	2.24	0	AddrOut[0]
after global routing	AddrIn[0]	2.24	0	AddrOut[0]
after CTS	AddrIn[0]	2.24	0	AddrOut[0]
-- critical path, cell delays in order --
cell and delay (ns):
sky130_fd_sc_hd__clkdlybuf4s50_1 0.54, sky130_fd_sc_hd__ha_1 0.20, sky130_fd_sc_hd__nand3_1 0.25, sky130_fd_sc_hd__nor4_4 0.49, sky130_fd_sc_hd__nand4_1 0.18, sky130_fd_sc_hd__xnor2_1 0.16
sky130_fd_sc_hd__clkdlybuf4s50_1 0.50
-- cells by family after synthesis --
logic type,Yosys count,share of synthesized area
fa+ha+maj,1,0.02053
xor+xnor,28,0.4025
simple gates,48,0.5339
buf+inv,5,0.04311
-- layout make-up --
type	instances	area [um2]
fillers	440	2800
inverters	3	11.26
multi-input cells	77	583.1
well taps	50	62.56
repair buffers	60	600.6
-- placed cells by master, fill, tap and decap left out --
cell	netlist	routed
sky130_fd_sc_hd__clkdlybuf4s50_1	0	60
sky130_fd_sc_hd__xnor2_1	19	19
sky130_fd_sc_hd__nand3_1	10	10
sky130_fd_sc_hd__nand2_1	10	10
sky130_fd_sc_hd__xor2_1	9	9
sky130_fd_sc_hd__nand4_1	6	6
sky130_fd_sc_hd__nor2_1	6	6
sky130_fd_sc_hd__and3_1	4	4
sky130_fd_sc_hd__inv_1	3	3
sky130_fd_sc_hd__nor4_4	3	3
sky130_fd_sc_hd__nor3_1	3	3
sky130_fd_sc_hd__nand4_2	1	1
sky130_fd_sc_hd__nand3_4	1	1
sky130_fd_sc_hd__nand4_4	1	1
sky130_fd_sc_hd__nor4_1	1	1
sky130_fd_sc_hd__nand3_2	1	1
sky130_fd_sc_hd__or2_1	1	1
sky130_fd_sc_hd__ha_1	1	1
-- routing by layer --
layer / global-route usage / vias up / share of wire
met5: 0 / - / 0
met4: 0 / 0 / 0
met3: 0.02216 / 0 / 0.10
met2: 0.1090 / 29 / 0.48
met1: 0.07584 / 330 / 0.42
li1: - / 408 / -
Power is estimated from default activity; no workload was simulated.
